### config.mk
export PLATFORM = sky130hd
export DESIGN_NAME = lab5_rtl_behave
export DESIGN_NICKNAME = lab5_rtl_behave
export VERILOG_FILES = /design/flow/design.v
export SDC_FILE = /design/flow/constraint.sdc
export NUM_CORES = 4
export LEC_CHECK = 1
export CORE_AREA = 10 10 70 70
export DIE_AREA = 0 0 80 80
### constraint.sdc
current_design lab5_rtl_behave

set clk_period 1.4
set clk_io_pct 0.2

create_clock -name clk0 -period $clk_period

set non_clock_inputs [all_inputs -no_clocks]
set_input_delay [expr $clk_period * $clk_io_pct] -clock clk0 $non_clock_inputs
set_output_delay [expr $clk_period * $clk_io_pct] -clock clk0 [all_outputs]
### design.v
module lab5_rtl_behave(
    input logic [2:0] sel,
    input logic [3:0] num,
    output logic A, B, C, D, E, F, G, DP,
    output logic [7:0] AN
);
    always_comb begin
        case (num)
            4'b0000: {A, B, C, D, E, F, G} = 7'b0000001;
            4'b0001: {A, B, C, D, E, F, G} = 7'b1001111;
            4'b0010: {A, B, C, D, E, F, G} = 7'b0010010;
            4'b0011: {A, B, C, D, E, F, G} = 7'b0000110;
            4'b0100: {A, B, C, D, E, F, G} = 7'b1001100;
            4'b0101: {A, B, C, D, E, F, G} = 7'b0100100;
            4'b0110: {A, B, C, D, E, F, G} = 7'b0100000;
            4'b0111: {A, B, C, D, E, F, G} = 7'b0001111;
            4'b1000: {A, B, C, D, E, F, G} = 7'b0000000;
            4'b1001: {A, B, C, D, E, F, G} = 7'b0000100;
            4'b1010: {A, B, C, D, E, F, G} = 7'b0001000;
            4'b1011: {A, B, C, D, E, F, G} = 7'b1100000;
            4'b1100: {A, B, C, D, E, F, G} = 7'b0110001;
            4'b1101: {A, B, C, D, E, F, G} = 7'b1000010;
            4'b1110: {A, B, C, D, E, F, G} = 7'b0110000;
            4'b1111: {A, B, C, D, E, F, G} = 7'b0111000;
            default: {A, B, C, D, E, F, G} = 7'b1111111; 
        endcase
    end
    assign DP = 0;
    always_comb begin
        case (sel)
            3'b000: AN = 8'b11111110;
            3'b001: AN = 8'b11111101;
            3'b010: AN = 8'b11111011;
            3'b011: AN = 8'b11110111;
            3'b100: AN = 8'b11101111;
            3'b101: AN = 8'b11011111;
            3'b110: AN = 8'b10111111;
            3'b111: AN = 8'b01111111;
            default: AN = 8'b11111111; 
        endcase
    end
endmodule
### run.sh
#!/bin/bash
# OpenROAD 26Q1-2900-gdf79404cd8, Yosys 0.63+post, stock flow scripts
make -C /OpenROAD-flow-scripts/flow DESIGN_CONFIG=/design/flow/config.mk WORK_HOME=/design/flow/orfs finish
==> CHANGELOG.md <==
### Metrics

* Result of the run: finished with violations
* Violated checks: setup timing
* Total area of sequential cells at 0 um^2
* Final critical-path share of the clock period at 109%
* Met2 usage in global routing at under 10%
* Antenna violation net count after detailed routing at 0
* Slack of the critical path at -0.126 ns
* Total placed cells including tap cells at about 120
* Power density over the cells at 243 mW/mm^2
* Num ports at 23
* Max-area cell share at roughly a quarter
* Grt met3 use at less than 1%
* Total design power at between 150 and 200 uW
* Placed Area at about 660 um^2
* Vertical die dimension at around 80 um
* GRT overflow at 0
* Global-route met1 utilization at 3.45%
* Sort of element at the start of the critical path: primary input
* Quantity of I/O buffers inserted on ports at 22
* Top cell type by total area after synthesis: sky130_fd_sc_hd__ha_1
* Final Max Slew Viols at 0
* Via count of the first global-routing pass at ~420
* Routed wire length at ~1.2 mm
* Initial Util at under 10%
* Final RePlAce weighted congestion at ~0.76
* Per-cell routed wire length at 9.67 um
* RSZ-0062 raised after global routing: yes
* Core area at 0.00342 mm^2
* Synth top cell by count: sky130_fd_sc_hd__ha_1
* Global-route wire length before repair at 1.83 mm
* HPWL reported at the end of detailed placement at around 960 um
* WP data required at 1.12 ns
* Gr usage total at roughly 3.3%
* Sum of negative setup slack at -0.174 ns
* Number of sequential cells in the layout at 0
* Beginning of the worst hold path: sel[1]
* Post-route minimum period at ~1.5 ns
* Peak clock frequency supported by timing at 656 MHz
* Part of the Yosys area used for sequential elements at 0%
* Pleak at roughly 0.32 nW
* Distinct lib cells used at 19
* Via count of the routed design at 428
* Clk_buf instances at 0
* Width of the die at around 80 um
* Combined area of all synthesized cells at about 340 um^2
* Count of non-filler cells in the finished layout at roughly 120
* Total cell area reported by yosys after synthesis at between 300 and 400 um^2
* Endpoints failing hold at 0
* Maximum net fanout on the critical path at 3
* Vias per cell at 3.48
* Hold path depth at 3
* Number of instances in the synthesized netlist at roughly 44
* Synth top cells by count: 7 x sky130_fd_sc_hd__ha_1, 6 x sky130_fd_sc_hd__mux2i_1, 6 x sky130_fd_sc_hd__nor2_1
* DRC at 0
* Die Footprint at 0.00640 mm^2
* DP Worst Slack at -0.912 ns
* Yosys warning count at 1
* Antenna violations before repair at 0
* Global-route layer with the greatest usage: met2
* Maxcap violations at 0
* Initial DRT Pass Iterations at 2
* Fraction of final layout cells with drive strength greater than 1 at approximately 53%
* Post-route cell area at 751 um^2
* OpenROAD warnings at roughly 40
* Layout-stage area growth over the synthesis result at 121%
* Post-synthesis cell count from yosys at ~44
* Detailed router's first-iteration violation count at 5
* Diodes inserted at 0
* Sort of element at the end of the critical path: output port
* Highest ir drop seen on vdd at 95.4 uV
* Maximum number of pins on one net before global-route repair at 9
* Worst setup path class: in2out
* Final Core Density at a little over a fifth
* End point of the worst hold path: AN[0]
* Synthesized area per cell at 7.71 um^2
* Largest cells by area: sky130_fd_sc_hd__ha_1 26%, sky130_fd_sc_hd__mux2i_1 18%, sky130_fd_sc_hd__mux4_2 6.6%
* Data arrival time of the critical path at 1.25 ns
* Worst hold path type: in2out
* Worst hold slack across all endpoints at around 0.95 ns
* Final setup violation count at 4
* Count of standard-cell rows at 21
-- layer usage --
layer / up-vias / part of all wire, %
li1: 218 / -
met3: 0 / 8.5
met4: 0 / 0
met1: 197 / 38
met5: - / 0
met2: 13 / 53
-- what timing repair did --
item	in CTS	in global routing
endpoints found under the setup margin	15	5
hold buffers	0	0
gates cloned	1	0
resized	75	7
pin swaps	4	5
buffers inserted	3	1
-- worst max path at each step --
| stage | start | end | slack [ns] | cells after the start |
|---|---|---|---|---|
| CTS | num[0] | D | -0.13 | 5 |
| global route | num[0] | D | -0.14 | 6 |
| finish | num[1] | D | -0.13 | 6 |
-- cells in the final DEF (no fill, tap or decap), drive strengths merged, types with 3 or more instances in the layout --
cell type       n
buf            26
clkdlybuf4s50   3
dlygate4sd2     6
ha              7
inv             3
mux2i           6
nand3b          3
nor2            6
-- cells by family (layout without fill, tap and decap cells) --
logic type / after synthesis / after routing / synth area share, %
simple gates: 17 / 17 / 27.7
buf+inv: 6 / 39 / 9.96
compound gates: 6 / 6 / 11.1
mux: 7 / 7 / 24.4
other cells: 1 / 1 / 1.11
fa+ha+maj: 7 / 7 / 25.8
-- area by class of cell --
| cell class | count | area (um^2) |
|---|---|---|
| Tap cell | 46 | 57.6 |
| Multi-Input combinational cell | 38 | 377 |
| Timing Repair Buffer | 36 | 295 |
| Inverter | 3 | 21.3 |
| Fill cell | 374 | 2670 |
-- critical path: stages --
cell and delay (ns):
sky130_fd_sc_hd__buf_8 0.08, sky130_fd_sc_hd__inv_6 0.04, sky130_fd_sc_hd__ha_4 0.25, sky130_fd_sc_hd__inv_2 0.03
sky130_fd_sc_hd__mux4_2 0.44, sky130_fd_sc_hd__buf_2 0.13
-- where the power goes --
part           switching [mW]  total (mW)  internal (mW)  leakage, nW
logic                  0.0742       0.182          0.108        0.322
registers                   0           0              0            0
clock network               0           0              0            0
total                  0.0742       0.182          0.108        0.322
Power and IR drop assume default switching activity.
