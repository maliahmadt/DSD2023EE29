==> flow/design.v <==
module lab5_rtl(
    input logic [2:0] sel,
    input logic [3:0] num,
    output logic A, B, C, D, E, F, G, DP,
    output logic [7:0] AN
);
    assign A = (~num[3] & ~num[2] & ~num[1] & num[0]) | 
               (~num[3] & num[2] & ~num[1] & ~num[0]) | 
               (num[3] & num[2] & ~num[1] & num[0]) | 
               (num[3] & ~num[2] & num[1] & num[0]);
    assign B = (num[3] & num[2] & ~num[0]) | 
               (~num[3] & num[2] & ~num[1] & num[0]) | 
               (num[3] & num[1] & num[0]) | 
               (num[2] & num[1] & ~num[0]);
    assign C = (num[3] & num[2] & ~num[0]) | 
               (num[3] & num[2] & num[1]) | 
               (~num[3] & ~num[2] & num[1] & ~num[0]);
    assign D = (~num[3] & ~num[2] & ~num[1] & num[0]) | 
               (~num[3] & num[2] & ~num[1] & ~num[0]) | 
               (num[3] & ~num[2] & num[1] & ~num[0]) | 
               (num[2] & num[1] & num[0]);
    assign E = (~num[3] & num[2] & ~num[1]) | 
               (~num[3] & num[0]) | 
               (~num[2] & ~num[1] & num[0]);
    assign F = (~num[3] & ~num[2] & num[1]) | 
               (~num[3] & num[1] & num[0]) | 
               (num[3] & num[2] & ~num[1] & num[0]) | 
               (~num[3] & ~num[2] & num[0]);
    assign G = (num[3] & num[2] & ~num[1] & ~num[0]) | 
               (~num[3] & num[2] & num[1] & num[0]) | 
               (~num[3] & ~num[2] & ~num[1]);
    assign DP = 0; 
    assign AN[0] = ~((~sel[2]) & (~sel[1]) & (~sel[0]));
    assign AN[1] = ~((~sel[2]) & (~sel[1]) & ( sel[0]));
    assign AN[2] = ~((~sel[2]) & ( sel[1]) & (~sel[0]));
    assign AN[3] = ~((~sel[2]) & ( sel[1]) & ( sel[0]));
    assign AN[4] = ~(( sel[2]) & (~sel[1]) & (~sel[0]));
    assign AN[5] = ~(( sel[2]) & (~sel[1]) & ( sel[0]));
    assign AN[6] = ~(( sel[2]) & ( sel[1]) & (~sel[0]));
    assign AN[7] = ~(( sel[2]) & ( sel[1]) & ( sel[0]));
endmodule
==> flow/run.sh <==
#!/bin/bash
# OpenROAD 26Q1-2900-gdf79404cd8, Yosys 0.63+post, stock flow scripts
make -C /OpenROAD-flow-scripts/flow DESIGN_CONFIG=/design/flow/config.mk WORK_HOME=/design/flow/orfs finish
==> flow/config.mk <==
export PLATFORM = sky130hd
export DESIGN_NAME = lab5_rtl
export DESIGN_NICKNAME = lab5_rtl
export VERILOG_FILES = /design/flow/design.v
export SDC_FILE = /design/flow/constraint.sdc
export NUM_CORES = 4
export LEC_CHECK = 1
export CORE_AREA = 10 10 70 70
export DIE_AREA = 0 0 80 80
==> flow/constraint.sdc <==
current_design lab5_rtl

set clk_period 2.1
set clk_io_pct 0.2

create_clock -name clk0 -period $clk_period

set non_clock_inputs [all_inputs -no_clocks]
set_input_delay [expr $clk_period * $clk_io_pct] -clock clk0 $non_clock_inputs
set_output_delay [expr $clk_period * $clk_io_pct] -clock clk0 [all_outputs]
==> flow_metrics.tcl <==
# flow metrics
set metrics [dict create \
    layout_top_cells "17 x buf_4, 9 x clkdlybuf4s50_1, 7 x nand2_1" \
    clock_buffers 0 \
    register_area_um2 0 \
    grt_max_degree 14 \
    hold_depth 4 \
    grt_pass1_vias 432 \
    final-instance-count-excl-fill 129 \
    grt_antenna_before_repair 0 \
    place.gp.congestion 0.803 \
    via_per_inst 3.47 \
    cp_slowest_stage_delay_ps 470 \
    holdWs_ps 1330 \
    path_cells "clkdlybuf4s15_2 -> buf_6 -> nor2b_1 -> nand3b_1 -> nand3_1 -> clkdlybuf4s50_1" \
    drive_gt1_share_pct 36.1 \
    pre_cts_slack_ps -420 \
    dp_hpwl_um 859 \
    syn_to_final_growth_pct 139 \
    warnings 33 \
    lay_top_count "buf_4" \
    finalCriticalPeriod_ps 2010 \
    fin_util_pct 20.7 \
    fin_crit_sh_pct 95.9 \
    p_leak_uw 0.000350 \
    ant_nets 0 \
    num_rows 21 \
    synth_area_per_cell_um2 6.42 \
    critical_path_class "primary input to output port" \
    first_iter_violations 7 \
    io_buffers 22 \
    synthCells 46 \
    setup_violations 0 \
    die_w_um 80 \
    chipArea_um2 6400 \
    startpoint_type "primary input" \
    grt_use_total_pct 3.39 \
    drt_pass1_iterations 4 \
    ys.warnings.count 0 \
    ir_drop_v 0.0000726 \
    ys_types 26 \
    drt-total-wl_mm 1.19 \
    diodes 0 \
    hold_viol_final 0 \
    fin_setup_tns_ps 0 \
    max_cap_violations 0 \
    p_per_area_nw_per_um2 166 \
    dp.cells 123 \
    cp_max_fo 5 \
    ys_cells 46 \
    hp-start "num[1]" \
    arrival_ps 1590 \
    overflow 0 \
    grt_pass1_wl_mm 1.89 \
    top_cells_by_area "nand3b_1 10%, nand2_1 8.9%, buf_6 7.6%" \
    vias 448 \
    max_clock_freq_mhz 497 \
    flops 0 \
    drc 0 \
    ios 23 \
    endpoint_kind "output port" \
    core_um2 3420 \
    ys_area_um2 295 \
    synth_area_um2 295 \
    hp-class "primary input to output port" \
    die_h_um 80 \
    n_fill_cell 391 \
    critPathSlowestCell "clkdlybuf4s50_1" \
    cp.required_ps 1680 \
    avgRoutedWirePerCell_um 9.20 \
    final.setup.worst_slack_ps 86.9 \
    yosysSeqAreaShare_pct 0 \
    hold_end "D" \
    top_area_share_pct 10.2 \
    fp_util_pct 8.64 \
    top_area_cell "nand3b_1" \
    drv_slew 0 \
    status "completed" \
]
## worst max path at each step
stage | endpoint | startpoint | slack, ps | cells after the start
CTS | D | num[3] | -50 | 6
finish | G | num[2] | 90 | 6
global route | G | num[2] | -4 | 6
## metal layers
metal  wire length [um]  global-route usage (%)  up-vias  part of all wire [%]
met5                  0                       0        -                     0
met4                  0                       0        0                     0
met3                162                    1.59        0                    14
met2                438                    4.90       22                    37
met1                586                    4.75      186                    49
li1                   -                       -      240                     -
## power breakdown
part	internal [uW]	leakage [uW]	total, uW	switching, uW
clock network	0	0	0	0
logic	74.9	0.000350	117	42.6
registers	0	0	0	0
## worst max-delay path, delay by kind of cell
family,cells,cell delay [ps]
simple gates,3,370
buf+inv,3,800
## through the flow
step / area [um2] / power, uW
3_5_place_dp: 636 / 112
2_1_floorplan: 295 / 39.4
6_report: 707 / 117
4_1_cts: 672 / 115
3_3_place_gp: 636 / 112
5_1_grt: 707 / 131
## repair_timing
action / in CTS / in global routing
hold buffers: 0 / 0
gates cloned: 2 / 0
resized: 16 / 14
setup buffers: 3 / 1
endpoints found under the setup margin: 14 / 4
pin swaps: 1 / 5
## Yosys cell counts (2+ instances only)
cell and count:
a31oi_1 3, buf_4 2, buf_6 2, nand2_1 7
nand3_1 4, nand3b_1 4, nor2_1 3, o21ai_0 2
or3b_2 2
## logic make-up after synthesis
family | Yosys count | synth area share [%]
xor gates and xnor gates | 1 | 2.97
other | 1 | 1.27
AOI/OAI and AO/OA | 10 | 22.0
buffers and inverters | 6 | 15.7
and+or+nand+nor | 28 | 58.1
## cell type report
type               count  area (um2)  share of cell area (%)
inverters              1        3.75                   0.531
multi-input cells     40         265                    37.5
well taps             46        57.6                    8.14
repair buffers        42         380                    53.8
Power and IR drop assume default switching activity.
